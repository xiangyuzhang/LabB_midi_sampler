--- flow/design.v ---
module MIDI(
		signal, clk, rst_n,
		flag, clk_local,flag7,
		case1, case2, case3, correct, test_cnt_frame,
		LED,alert
		);
input signal, clk, rst_n;
output reg[7:0] LED;
reg[7:0] cnt;   
reg[10:0] cnt_frame;  
reg [3:0] pointer;  
reg [9:0] Data;  
reg [1:0] state, next_state; 
reg [3:0] count_7;
output clk_local;
output reg flag;   
output reg flag7;
output reg case1, case2, case3, correct;
output reg test_cnt_frame;
output reg alert;
parameter [1:0] frame1 = 2'd1, frame2 = 2'd2;
initial case1 = 1'd0;
initial case2 = 1'd0;
initial case3 = 1'd0;
initial correct = 1'd0;
	always @(negedge clk or negedge rst_n)     
		if(!rst_n) cnt <= 8'd0;
		else if (flag == 1'b0) cnt <= 8'd0;
		else if (cnt <= 8'd127) cnt <= cnt + 1'd1;
		else cnt <= 8'd1;
	assign  clk_local = ( cnt <= 8'd64) ? 1'b0 : 1'b1;   
	always @(negedge signal or negedge rst_n or negedge test_cnt_frame)     
		if(!rst_n) flag <= 1'd0;
		else if(!signal) flag <= 1'd1;
		else if(!test_cnt_frame) flag <= 1'd0;
	always @(negedge rst_n or negedge flag or posedge clk)  
		if (!rst_n) 
		cnt_frame <= 11'd1;
		else if(flag == 1'b0) cnt_frame <= 11'd1;
		else if( cnt_frame <= 11'd1280)  cnt_frame <= cnt_frame + 1'd1;
		else cnt_frame <= 11'd1;
	always @(negedge rst_n or posedge clk)  
		if(!rst_n) test_cnt_frame <= 1'd1;
		else if(cnt_frame >= 11'd1250) test_cnt_frame <= 1'd0;
		else test_cnt_frame <= 1'd1; 	
	always @(posedge clk_local or negedge rst_n or negedge flag)  
		if(!rst_n) pointer <= 4'd0;
		else if(!flag) pointer <= 4'd0;
		else if(pointer <= 4'd9) pointer <= pointer + 4'd01;
		else pointer <= 4'd0;
	always @(posedge clk_local or negedge flag or negedge rst_n)  
		if(!rst_n) Data <= 10'd0;
		else if(!flag) Data <= 10'd0;
		else Data[pointer] <= signal;
	always @(posedge clk)  
	if(cnt_frame >= 1152 && cnt_frame <= 1280) flag7 <= 1'd1;
	else flag7 <= 1'd0;
	always @(posedge clk or negedge rst_n)  
		begin
			if(!rst_n) state <= frame1;
			else state <= next_state;
		end	
	always @(posedge flag7)   
	case(state)
		frame1: begin
				case1 <= 1'd1;
			if(Data[8] == 1'd1) begin
			next_state <= frame2;
			end
			else begin
			next_state <= frame1;
			end
				end
		frame2: begin
				case2 <=1'd1;
			if(Data[8] == 1'd0) begin
			correct <= 1'd1;
			next_state <= frame1;
			end
			else begin
			next_state <= frame1;
			end
				end
		default:begin
			next_state <= frame1;
			end
	endcase	
	always @(posedge correct or negedge rst_n)
		if(!rst_n) 
			begin
				LED[0] <= 1'd1;
				LED[1] <= 1'd1;
				LED[2] <= 1'd1;
				LED[3] <= 1'd1;
				LED[4] <= 1'd1;
				LED[5] <= 1'd1;
				LED[6] <= 1'd1;
				LED[7] <= 1'd1;
			end
		else if(correct == 1'd1)
			begin
				LED[0] <= Data[1];
				LED[1] <= Data[2];
				LED[2] <= Data[3];
				LED[3] <= Data[4];
				LED[4] <= Data[5];
				LED[5] <= Data[6];
				LED[6] <= Data[7];
				LED[7] <= Data[8];
			end
	always @(negedge flag or negedge rst_n)
		if(!rst_n) alert <= 1'd1;
		else if(!flag) alert <= 1'd0;
		else alert <= 1'd1;
endmodule
--- flow/run.sh ---
#!/bin/bash
# OpenROAD 26Q1-2900-gdf79404cd8, Yosys 0.63+post, stock flow scripts
make -C /OpenROAD-flow-scripts/flow DESIGN_CONFIG=/design/flow/config.mk WORK_HOME=/design/flow/orfs finish
--- flow/config.mk ---
export PLATFORM = sky130hd
export DESIGN_NAME = MIDI
export DESIGN_NICKNAME = MIDI
export VERILOG_FILES = /design/flow/design.v
export SDC_FILE = /design/flow/constraint.sdc
export NUM_CORES = 4
export LEC_CHECK = 1
export CORE_UTILIZATION = 40
--- flow/constraint.sdc ---
current_design MIDI

set clk_period 2.2
set clk_io_pct 0.2

create_clock -name clk0 -period $clk_period [get_ports {clk}]

set non_clock_inputs [all_inputs -no_clocks]
set_input_delay [expr $clk_period * $clk_io_pct] -clock clk0 $non_clock_inputs
set_output_delay [expr $clk_period * $clk_io_pct] -clock clk0 [all_outputs]
==> flow.log <==
[flow] final metrics
[metrics] number of register pins that no clock reaches: 27
[metrics] element type at the critical path start: flop
[metrics] number of cells in Yosys stat: 188
[metrics] core footprint: 5170 µm²
[metrics] largest net degree at the start of global routing: 24
[metrics] path depth of the worst reg2reg path: 4
[metrics] number of cells traversed by the worst hold path: 2
[metrics] worst setup path class: reg -> out
[metrics] arrival time at the worst endpoint: 2520 ps
[metrics] class of the most critical hold timing path: reg -> reg
[metrics] power share of the sequential group: 60.4%
[metrics] most used flip-flop cell after synthesis: dfrtp_1
[metrics] Placement Rows: 26
[metrics] yosys stat chip area: 2170 µm²
[metrics] maximum clock path buffer count: 2
[metrics] total wirelength of the detailed-routed design: 3480 µm
[metrics] area share, top type: 26.5%
[metrics] Root Driver: clkbuf_8
[metrics] unrepaired setup endpoints after global routing: true
[metrics] cell depth of the worst setup path: 4
[metrics] number of fill cells in the layout: 448
[metrics] Synth top cell by count: dfrtp_1
[metrics] final count of hold timing violations: 0
[metrics] TritonCTS clock tree: done
[metrics] violated checks: negative setup slack
[metrics] number of distinct library cell variants in the gate-level netlist after synthesis: 45
[metrics] hold buffer count at cts: 0
[metrics] top cell types by occurrence after synthesis: dfrtp_1 (23), nor2_1 (22), dfstp_2 (12), nand2_1 (12)
[metrics] chip area: 5730 µm²
[metrics] global route total overflow: 0
[metrics] Final Max Slew Viols: 0
[metrics] kind of cell with the highest combined delay on the critical path: simple AND/OR/NAND/NOR gates
[metrics] total power of the final layout: 706 µW
[metrics] critical path data required time: 1760 ps
[metrics] setup slack after layout: -758 ps
[metrics] flip-flop and latch count after synthesis: 50
[metrics] clk_skew: 3.82 ps
[metrics] footprint of the flip-flops and latches: 1270 µm²
[metrics] number of detailed-route iterations in the first pass: 4
[metrics] leakage component of the power: 0.00111 µW
[metrics] peak ir drop on the vdd network: 0.317 mV
[metrics] clock network latency to the later pin of the worst-skew pair: 260 ps
[metrics] combinational cell fraction of total power: 3.2%
[metrics] number of nets with antenna violations after routing: 0
[metrics] combined buffer and inverter count along the critical path: 1
[metrics] result of the run: finished with violations
[metrics] leading cell types by total area after synthesis: dfrtp_1 (26%), dfstp_2 (15%), dfrtn_1 (9.2%)
[metrics] tally of yosys warning messages: 2
[metrics] IO buf count: 18
[metrics] largest fanout on the critical path: 5
[metrics] dominant cell type by area after synthesis: dfrtp_1
[metrics] kind of capture point of the worst setup path: output port
[metrics] overall die height: 75.7 µm
[metrics] switching share of total power: 20.2%
[metrics] TritonCTS buffer count: 3
[metrics] top-level port count: 20
[metrics] Die Width: 75.7 µm
[metrics] final setup violating endpoints: 1
[metrics] drt initial violations: 28
[metrics] Init Core Util: 42.0%
[metrics] All-Layer GR Usage: 14.6%
[metrics] number of DRC violations after detailed routing: 0
[metrics] count of flip-flops with a built-in enable after synthesis: 3
[metrics] fraction of the yosys area taken by sequential cells: 58.6%
[metrics] switching power: 142 µW
[metrics] detailed-placement wirelength estimate: 2600 µm
[metrics] count of endpoints without a timing constraint: 40
[metrics] setup_tns: -758 ps
[metrics] logic area: 872 µm²
[metrics] portion of total power attributed to the clock network: 36.3%
[metrics] clock transition time at the flip-flop clock pins of the worst setup and hold paths: 50 ps
[metrics] Via-to-Cell Ratio: 4.80
[metrics] routed length per placed instance: 11.8 µm
[metrics] synth-to-layout area growth: 19.3%
[metrics] initial antenna violation count: 0
[metrics] placer's final routability congestion estimate: 0.798
[metrics] post-synthesis instance area: 2170 µm²
[metrics] MaxCap Viol Count: 0
[metrics] share of cells above drive strength 1: 16.1%
[metrics] average cell area after synthesis: 11.6 µm²
[metrics] number of instances in the synthesized netlist: 188
[metrics] Internal Dissipation: 563 µW
[metrics] vias in the first global route: 1315
[metrics] Post-synth ARST share: 88.0%
[metrics] depth of the CTS H-tree: 1
[metrics] wire length of the first global-routing pass: 6160 µm
[metrics] critical path's slowest cell: dfrtn_1
[metrics] maximum cell stage delay along the critical path: 350 ps
[metrics] diodes inserted: 0
[metrics] crit-path cells: nor4_2, a21oi_1, or2_4, buf_6
[metrics] Pwr Density: 272 nW/µm²
[metrics] Vias: 1410
[metrics] total number of warnings across the stage logs: 35
-- power by group through the flow --
stage / combinational [µW] / clock, µW / sequential (µW)
4_1_cts: 24.1 / 272 / 426
5_1_grt: 27.1 / 294 / 426
6_report: 22.9 / 256 / 426
-- worst min-delay path, delay by kind of cell (launching register included) --
| family | cells | cell delay, ps |
|---|---|---|
| AOI/OAI and AO/OA | 1 | 120 |
| buffers and inverters | 1 | 70 |
| DFF | 1 | 350 |
-- metrics by stage --
stage / setup slack (ps) / instances / util (%) / instance area (µm²) / hold WS, ps
final: -758 / 294 / 50.1 / 2590 / 451
after global routing: -828 / 294 / 50.1 / 2590 / 497
after CTS: -789 / 293 / 49.8 / 2580 / 458
after detailed placement: -787 / 289 / 48.9 / 2530 / 453
after global placement: -784 / 289 / 48.9 / 2530 / 441
after floorplan: -302 / 192 / - / 2190 / 144
-- cells in the final DEF, fill, tap and decap left out, types with 8 or more instances in the layout --
cell type	Yosys	routed
clkdlybuf4s50_1	0	17
inv_1	9	9
buf_4	1	13
nand3_1	10	10
ha_1	10	10
nor2_1	22	22
dfrtn_1	8	8
xor2_1	8	8
nand2_1	12	12
dfrtp_1	23	23
dfstp_2	12	12
-- routing by layer --
layer / GRT usage, % / part of all wire, %
met5: 0 / 0
met4: 1.65 / 1.2
met3: 2.28 / 3.2
met2: 22.2 / 46
met1: 23.8 / 50
-- flip-flops by register name, indices dropped and copies added (netlist names), 2 cells and up --
| register | cells |
|---|---|
| Data | 8 |
| pointer | 4 |
| next_state | 2 |
| cnt_frame | 11 |
| LED | 8 |
| cnt | 8 |
| state | 2 |
-- final cells by class --
cell class,instances,area share [%]
Inverter,9,1.30
Clock buffer,4,1.74
Sequential cell,50,49.2
Multi-Input combinational cell,130,33.7
Timing Repair Buffer,31,10.8
Tap cell,70,3.38
-- logic make-up (layout without fill, tap and decap cells) --
family	after synthesis	after routing	share of synthesized area, %
mux	2	2	1.21
other cells	2	6	0.346
buf+inv	12	44	2.30
xor+xnor	11	11	4.44
simple gates	74	74	17.3
flops	50	50	58.6
compound gates	27	27	9.97
fa+ha+maj	10	10	5.76
-- worst paths after layout --
check / from / to / slack, ps
min in group asynchronous: rst_n / state[1] / 680
setup reg to reg: cnt_frame[3] / cnt_frame[0] / 570
setup / recovery: cnt[5] / clk_local / -760
hold reg to reg: cnt[0] / cnt[0] / 450
max in group asynchronous: rst_n / cnt[0] / 600
hold / removal: cnt[0] / cnt[0] / 450
-- what timing repair did --
action / in CTS / in global routing
pin swaps: 3 / 3
endpoints found under the setup margin: 1 / 1
gates resized: 4 / 1
setup buffers: 0 / 1
Power figures rest on the tool's default switching activity, not on a simulated workload.
